### flow/design.v
module xlr8_rc_input
 #(parameter NUM_PWM_RECVS       = 4,
   parameter PRCR_ADDR           = 6'h0,  
   parameter PRPULSE_WIDTH1_ADDR = 6'h0,  
   parameter PRPULSE_WIDTH0_ADDR = 6'h0)  
  (input logic clk,
  input logic                   en1mhz,  
  input logic                   rstn,
  input [5:0]                   adr,
  input [7:0]                   dbus_in,
  output [7:0]                  dbus_out,
  input                         iore,
  input                         iowe,
  output wire                   io_out_en,
  input wire [7:0]              ramadr,
  input wire                    ramre,
  input wire                    ramwe,
  input wire                    dm_sel,
  output logic [NUM_PWM_RECVS-1:0]  pwm_recvs_en,
  input  logic [NUM_PWM_RECVS-1:0]  pw_in
  );
  localparam  PRCR_DM_LOC             = (PRCR_ADDR >= 16'h60) ? 1 : 0;
  localparam  PRPULSE_WIDTH1_DM_LOC   = (PRPULSE_WIDTH1_ADDR >= 16'h60) ? 1 : 0;
  localparam  PRPULSE_WIDTH0_DM_LOC   = (PRPULSE_WIDTH0_ADDR >= 16'h60) ? 1 : 0;
  localparam PREN_BIT   = 7;  
  localparam PRDIS_BIT  = 6;  
  localparam PRUP_BIT   = 5;  
  localparam PRCHAN_LSB = 0;    
  logic prcr_sel;
  logic pr_pulse_width1_sel;
  logic pr_pulse_width0_sel;
  logic prcr_we ;
  logic prcr_re ;
  logic pr_pulse_width1_re ;
  logic pr_pulse_width0_re ;
  logic [7:0] prcr_rdata;
  logic [7:0] pr_pulse_width1_rdata;
  logic [7:0] pr_pulse_width0_rdata;
  logic       PREN;                           
  logic [4:0] PRCHAN;                         
  logic [4:0] chan_in;
  logic [15:0] pw_count [NUM_PWM_RECVS-1:0];  
  logic [15:0] chan_pw [NUM_PWM_RECVS-1:0];   
  logic [NUM_PWM_RECVS-1:0] pw_sync_in_1;     
  logic [NUM_PWM_RECVS-1:0] pw_sync_in_2;     
  logic state;                                
  logic hold_pwm;                             
  logic [9:0] timer_1ms;                            
  logic en1ms;                                      
  logic [5:0] watchdog_timer [NUM_PWM_RECVS-1:0];   
  logic [NUM_PWM_RECVS-1:0] watchdog_expired;       
  localparam IDLE = 1'b0;
  localparam ONE_READ = 1'b1;
  assign prcr_sel            = PRCR_DM_LOC           ?  (dm_sel && ramadr == PRCR_ADDR )   : (adr[5:0] == PRCR_ADDR[5:0] ); 
  assign pr_pulse_width1_sel = PRPULSE_WIDTH1_DM_LOC ?  (dm_sel && ramadr == PRPULSE_WIDTH1_ADDR ) : (adr[5:0] == PRPULSE_WIDTH1_ADDR[5:0] );
  assign pr_pulse_width0_sel = PRPULSE_WIDTH0_DM_LOC ?  (dm_sel && ramadr == PRPULSE_WIDTH0_ADDR ) : (adr[5:0] == PRPULSE_WIDTH0_ADDR[5:0] );
  assign prcr_we             = prcr_sel            && (PRCR_DM_LOC           ?  ramwe : iowe); 
  assign prcr_re             = prcr_sel            && (PRCR_DM_LOC           ?  ramre : iore); 
  assign pr_pulse_width1_re  = pr_pulse_width1_sel && (PRPULSE_WIDTH1_DM_LOC ?  ramre : iore);
  assign pr_pulse_width0_re  = pr_pulse_width0_sel && (PRPULSE_WIDTH0_DM_LOC ?  ramre : iore); 
  assign dbus_out  = ({8{prcr_sel}}            & prcr_rdata)            |
                     ({8{pr_pulse_width1_sel}} & pr_pulse_width1_rdata) | 
                     ({8{pr_pulse_width0_sel}} & pr_pulse_width0_rdata); 
  assign io_out_en = prcr_re            || 
                     pr_pulse_width1_re ||
                     pr_pulse_width0_re; 
  assign chan_in = dbus_in[PRCHAN_LSB +: 5];
  always @(posedge clk or negedge rstn)
    begin
      if (!rstn)
        begin
          PREN             <= 1'b0;
          PRCHAN           <= 5'h0;
          pwm_recvs_en     <= {NUM_PWM_RECVS{1'b0}};
        end
      else if (prcr_we)
        begin
          PREN   <= dbus_in[PREN_BIT]       ||   (pwm_recvs_en[chan_in] && ~dbus_in[PRDIS_BIT]);
          PRCHAN                <= chan_in;
          pwm_recvs_en[chan_in] <= dbus_in[PREN_BIT] | (pwm_recvs_en[chan_in] && ~dbus_in[PRDIS_BIT]);
        end
      else
        begin
          PREN     <= pwm_recvs_en[PRCHAN];
        end
    end  
  assign prcr_rdata = ({7'h0,PREN}     << PREN_BIT) |
                      ({5'h0,PRCHAN}   << PRCHAN_LSB);
  assign pr_pulse_width1_rdata = chan_pw[PRCHAN][15:8];
  assign pr_pulse_width0_rdata = chan_pw[PRCHAN][7:0];
  always@(posedge clk or negedge rstn) begin
    if (!rstn)
      begin
        timer_1ms <= 10'b0;
        en1ms     <= 1'b0;
      end
    else
      begin
        if (en1mhz)
          begin
            if (timer_1ms <= 1000)
              begin
                timer_1ms <= timer_1ms + 1'b1;
                en1ms <= 1'b0;
              end
            else
              begin
                timer_1ms <= 10'b0;
                en1ms     <= 1'b1;
              end
          end
        else
          begin
            timer_1ms <= timer_1ms;
            en1ms <= en1ms;
          end
      end
  end  
  genvar i;
  generate
  for (i=0;i<NUM_PWM_RECVS;i++) begin : gen_sync
    always @(posedge clk or negedge rstn) begin
      if (!rstn)
        begin
          pw_sync_in_1[i] <= 1'b0;
          pw_sync_in_2[i] <= 1'b0;
        end
      else
        begin
          if (en1mhz)
            begin
              pw_sync_in_1[i] <= pw_in[i];         
              pw_sync_in_2[i] <= pw_sync_in_1[i];  
            end
          else
            begin
              pw_sync_in_1[i] <= pw_sync_in_1[i];  
              pw_sync_in_2[i] <= pw_sync_in_2[i];  
            end
        end
    end  
  end  
  endgenerate
  generate
  for (i=0;i<NUM_PWM_RECVS;i++) begin : gen_watchdog
    always @(posedge clk or negedge rstn) begin
      if (!rstn)
        begin
          watchdog_timer[i] <= 6'b0;
          watchdog_expired[i] <= 1'b0;
        end
      else
        begin
          if (en1mhz)
            begin
              if (pw_sync_in_1[i] && !pw_sync_in_2[i])  
                begin
                  watchdog_timer[i] <= 6'b0;           
                  watchdog_expired[i] <= 1'b0;         
                end
              else if (en1ms)
                begin
                  if (watchdog_timer[i] < 6'd50)       
                    begin
                      watchdog_timer[i] <= watchdog_timer[i] + 1'b1;
                      watchdog_expired[i] <= 1'b0;     
                    end
                  else
                    begin
                      watchdog_timer[i] <= watchdog_timer[i];
                      watchdog_expired[i] <= 1'b1;     
                    end
                end
              else
                begin  
                  watchdog_timer[i] <= watchdog_timer[i];         
                  watchdog_expired[i] <= watchdog_expired[i];     
                end
            end
          else  
            begin
              watchdog_timer[i] <= watchdog_timer[i];             
              watchdog_expired[i] <= watchdog_expired[i];         
            end
        end
    end  
  end  
  endgenerate
  generate
  for (i=0;i<NUM_PWM_RECVS;i++) begin : gen_tim
    always @(posedge clk or negedge rstn) begin
      if (!rstn)
        begin
          pw_count[i] <= 16'h0;
          chan_pw[i] <= 16'b0;
        end
      else if (pwm_recvs_en[i])                            
        begin
          if(en1mhz)
            begin
              if (watchdog_expired[i])
                begin
                  pw_count[i] <= 16'h0;
                  chan_pw[i] <= 16'b0;
                end
              else if (pw_sync_in_1[i] == 1'b1 && pw_sync_in_2[i] == 1'b0)  
                begin
                  pw_count[i] <= 16'd1;                    
                  chan_pw[i] <= chan_pw[i];                
                end
              else if (pw_sync_in_1[i] == 1'b1 && pw_sync_in_2[i] == 1'b1)  
                begin
                  chan_pw[i] <= chan_pw[i];                
                  if (pw_count[i] < 16'hfffe)              
                    pw_count[i] <= (pw_count[i] + 16'd1);  
                  else
                    pw_count[i] <= pw_count[i];
                end
              else if (pw_sync_in_1[i] == 1'b0 && pw_sync_in_2[i] == 1'b1)  
                begin
                  pw_count[i] <= pw_count[i];              
                  if (!hold_pwm)
                    begin
                      chan_pw[i] <= pw_count[i];           
                    end
                  else
                    begin
                      chan_pw[i] <= chan_pw[i];            
                    end
                end
              else                                                          
                begin
                  pw_count[i] <= pw_count[i];              
                  if (!hold_pwm)
                    begin
                      chan_pw[i] <= pw_count[i];           
                    end
                  else
                    begin
                      chan_pw[i] <= chan_pw[i];            
                    end
                end
            end
          else  
            begin
              pw_count[i] <= pw_count[i];  
              chan_pw[i] <= chan_pw[i];
            end
        end
      else  
        begin
          pw_count[i] <= 16'h0;
          chan_pw[i] <= 16'b0;
        end
    end  
  end  
  endgenerate
  always @(posedge clk or negedge rstn)
    begin
      if (!rstn)
        begin
          state <= IDLE;
          hold_pwm <= 1'b0;
        end
      else
        begin
          case (state)
            IDLE:
              begin
                if (pr_pulse_width0_re || pr_pulse_width1_re)  
                  begin
                    state <= ONE_READ;
                    hold_pwm <= 1'b1;                          
                  end
                else
                  begin
                    state <= IDLE;                             
                    hold_pwm <= 1'b0;
                  end
              end
            ONE_READ:                                          
              begin
                if (prcr_we)                                   
                  begin
                    state <= IDLE;
                    hold_pwm <= 1'b0;
                  end
                else if (pr_pulse_width0_re || pr_pulse_width1_re)
                  begin                                        
                    state <= IDLE;
                    hold_pwm <= 1'b0;                          
                  end
                else
                  begin                                        
                    state <= ONE_READ;
                    hold_pwm <= 1'b1;
                  end
              end
          endcase
        end
    end
endmodule
### flow/constraint.sdc
current_design xlr8_rc_input

set clk_period 3.9
set clk_io_pct 0.2

create_clock -name clk0 -period $clk_period [get_ports {clk}]

set non_clock_inputs [all_inputs -no_clocks]
set_input_delay [expr $clk_period * $clk_io_pct] -clock clk0 $non_clock_inputs
set_output_delay [expr $clk_period * $clk_io_pct] -clock clk0 [all_outputs]
### flow/config.mk
export PLATFORM = sky130hd
export DESIGN_NAME = xlr8_rc_input
export DESIGN_NICKNAME = xlr8_rc_input
export VERILOG_FILES = /design/flow/design.v
export SDC_FILE = /design/flow/constraint.sdc
export NUM_CORES = 4
export LEC_CHECK = 1
export CORE_UTILIZATION = 30
### flow/run.sh
#!/bin/bash
# OpenROAD 26Q1-2900-gdf79404cd8, Yosys 0.63+post, stock flow scripts
make -C /OpenROAD-flow-scripts/flow DESIGN_CONFIG=/design/flow/config.mk WORK_HOME=/design/flow/orfs finish
==> flow_summary.toml <==
# flow metrics
[power_and_ir_drop]
max-vdd-ir-drop_uv = 318
internal_power_uw = 3110
power.sequential.fraction_pct = 50.1
p_sw_share_pct = 24.8
power.net_switching_uw = 1030
power_leakage_uw = 0.00447
power_frac_comb_pct = 8.9
power.density_mw_per_mm2 = 396
clockPowerShare_pct = 41.0
overall_power_uw = 4140

[cts]
post_cts_buffers = 0
cts_tree = "yes"
cts_max_path_buffers = 2
post_cts_resized = 0
clkSinkCount = 178
cts_buffers = 17
ctsHoldBuffers = 0
clock_insertion_delay_worst_skew_ps = 420
clk_root_buffer_cell = "sky130_fd_sc_hd__clkbuf_16"
clock_slew_seen_by_the_registers_of_the_worst_setup_and_hold_paths_ps = 60
htreeDepth = 4

[detailed_routing]
route.detailed.drc = 0
wl_per_cell_um = 14.5
drt-total-wl_mm = 20.9
antenna-diode-count = 0
detailroute.via_count = 7270
antenna_left = 0
dr.first_iter.drc_count = 452
drtPass1Iterations = 4
route.detailed.vias_per_inst = 5.06

[final_timing]
slew_headroom_pct = 51.4
number_of_pins_exceeding_their_max_slew_limit_in_the_final_report = 0
post-route-worst-setup-slack_ps = 384
worst_margin_slew_ps = 724
hold_ws_ps = 364
timing.final.crit_period_ps = 3520
clock_skew_ps = 9.47
final_hold_violating_endpoints = 0
setup_repair_after_global_routing_missed_its_margin = "false"
finalClockPeriodUsage_pct = 90.1
number_of_setup_violations_in_the_final_report = 0
fmax_mhz = 284
setup-tns-final_ps = 0

[placement]
preCtsSetupSlack_ps = 346
hpwl_mm = 14.5
gp_congestion = 0.870
portBuffers = 34

[synth]
dominantRegCellSynth = "sky130_fd_sc_hd__dfrtp_1"
ys_seq_share_pct = 48.9
numSynthFlops = 178
post_synth.cell_area_avg_um2 = 8.97
synth_area_in_xor_xnor_pct = 3.75
netlist_logic_family_top = "simple AND/OR/NAND/NOR gates"
ys_warn_count = 4
netlist_area_mm2 = 0.00911
yosys.area.top_type_share_pct = 48.9
yosys.cell_types.count = 59
synth-simple-area-share_pct = 26.0
fa_ha_area_share_pct = 1.51
postSynth.asyncResetShare_pct = 100
muxShareOfSynthArea_pct = 3.27
post_synth_ao_oa_area_fraction_pct = 13.7
netlist_top_cells_area = "sky130_fd_sc_hd__dfrtp_1 49%, sky130_fd_sc_hd__nand2_1 7.5%, sky130_fd_sc_hd__nand3_1 5.5%"
yosysChipArea_mm2 = 0.00911
ys_cells = 1016
postSynthCellCount = 1016
post-synth-top-area-cell = "sky130_fd_sc_hd__dfrtp_1"
enable_flop_cells = 0

[critical_path]
start_kind = "input port"
worst-r2r-setup-slack_ps = 1550
worst_setup_path_end_kind = "output pin"
critical_path_peak_fanout = 9
cp.required_ps = 3120
reg2regPathDepth = 6
timing.rr.end = "pw_count[0][13]$_DFFE_PN0P_"
critical_path_arrival_ps = 2740
crit_type = "in2out"
reg2reg_from = "pw_sync_in_1[0]$_DFFE_PN0P_"

[grt]
overflow = 0
vias_in_the_first_global_route = 6851
initial_antenna_violation_count = 0
grt_util_all_layers_pct = 14.5
global_route_wire_length_before_repair_mm = 35.7
largest_net_degree_at_the_start_of_global_routing = 73

[floorplan]
fp.dieW_um = 176
fp.dieArea_mm2 = 0.0311
design.portCount = 47
row_count = 63
floorplan.core_area_mm2 = 0.0297
floorplan_core_density_pct = 30.7
die_h_um = 176

[cells_and_area]
area_growth_from_synthesis_to_final_layout_pct = 14.8
layout.core_utilization_pct = 35.2
fill_cells = 2947
layout-drive-gt1-share_pct = 6.49

[status]
run_status = "completed"

[job]
stage_log_warnings = 38
maxCapViolations = 0

[hold_path]
hp-class = "in2async"
==> critical path: stages <==
cell and delay, ps:
sky130_fd_sc_hd__clkdlybuf4s50_1 400, sky130_fd_sc_hd__or4_4 530, sky130_fd_sc_hd__nor3_1 150, sky130_fd_sc_hd__buf_4 220, sky130_fd_sc_hd__o31a_1 190, sky130_fd_sc_hd__clkdlybuf4s50_1 470
==> kinds of logic after synthesis <==
family | Yosys count
XOR/XNOR | 39
adder cells (fa/ha/maj) | 11
AND-OR/OR-AND | 192
multiplexers | 25
buffers and inverters | 66
AND/OR/NAND/NOR | 505
flip-flops | 178
==> cells in the final DEF, fill, tap and decap left out, drive strengths merged, types with 19 or more instances in the layout <==
master | Yosys | final
dfrtp | 178 | 178
clkdlybuf4s50 | 0 | 33
xor2 | 19 | 19
nor3 | 28 | 28
xnor2 | 20 | 20
clkbuf | 46 | 24
nand3 | 101 | 101
nand2 | 183 | 183
a21oi | 36 | 36
o21ai | 57 | 57
nor2 | 92 | 92
==> worst max-delay path by stage <==
stage,startpoint,end,cells past startpoint
5_1_grt,adr[3],dbus_out[4],6
4_1_cts,adr[3],dbus_out[4],6
6_report,adr[3],dbus_out[4],6
==> power groups by stage <==
stage / Clock, uW / Combinational, uW / Sequential (uW)
6_report: 1700 / 367 / 2070
4_1_cts: 1730 / 374 / 2070
5_1_grt: 1810 / 429 / 2090
==> Yosys cell counts, drive strengths merged (16+ instances only) <==
cell type / n
nand2: 183
dfrtp: 178
nand3: 101
nor2: 92
o21ai: 57
clkbuf: 46
a21oi: 36
nor3: 28
xnor2: 20
xor2: 19
mux2: 18
o31ai: 18
nand2b: 16
==> sequential cells by signal, indices dropped and copies added, names as in the netlist, 4 cells and up <==
signal / count
PRCHAN: 5
timer_1ms: 10
watchdog_expired: 4
watchdog_timer: 24
pw_sync_in_1: 4
pw_count: 64
chan_pw: 56
pwm_recvs_en: 4
pw_sync_in_2: 4
==> routing by layer <==
| layer | track usage [%] | routed length [um] | up-vias |
|---|---|---|---|
| met5 | 0 | 0 | - |
| met4 | 1.27 | 155 | 0 |
| met3 | 3.07 | 1160 | 10 |
| met2 | 21.0 | 9160 | 126 |
| met1 | 23.6 | 10400 | 3496 |
| li1 | - | - | 3638 |
==> area by class of cell <==
| cell class | count | area [um^2] | share of cell area (%) |
|---|---|---|---|
| Clock inverter | 8 | 103 | 0.981 |
| Multi-Input combinational cell | 772 | 4400 | 42.1 |
| Clock buffer | 24 | 482 | 4.61 |
| Timing Repair Buffer | 50 | 474 | 4.54 |
| Inverter | 15 | 56.3 | 0.539 |
| Tap cell | 390 | 488 | 4.67 |
| Sequential cell | 178 | 4450 | 42.6 |
==> through the flow <==
stage / area, um^2 / cells
after floorplan: 9110 / 1016
after global placement: 9870 / 1405
after detailed placement: 9870 / 1405
after CTS: 10500 / 1437
after global routing: 10500 / 1437
final: 10500 / 1437
Power and IR drop assume default switching activity.
